## ./config.mk

```make
export PLATFORM = sky130hd
export DESIGN_NAME = generatePattern
export DESIGN_NICKNAME = generatePattern
export VERILOG_FILES = /design/flow/design.v
export SDC_FILE = /design/flow/constraint.sdc
export NUM_CORES = 4
export LEC_CHECK = 1
export CORE_UTILIZATION = 40
```

## ./constraint.sdc

```tcl
current_design generatePattern

set clk_period 7.4
set clk_io_pct 0.2

create_clock -name clk0 -period $clk_period [get_ports {clk}]

set non_clock_inputs [all_inputs -no_clocks]
set_input_delay [expr $clk_period * $clk_io_pct] -clock clk0 $non_clock_inputs
set_output_delay [expr $clk_period * $clk_io_pct] -clock clk0 [all_outputs]
```

## ./design.v

```verilog
module DFlipFlop(clk, reset, d, q);
	input logic clk, reset, d;
	output logic q; 
	always_ff @(posedge clk) begin
		if(reset) 
			q <= 0; 
		else 
			q <= d;
	end
endmodule
module LFSR(clk, reset, out);
	input logic clk, reset;
	output logic [9:0] out;
	logic xnor_out;
	xnor xn1 (xnor_out, out[3], out[0]);
	DFlipFlop dff1 (.d(xnor_out), .q(out[9]), .clk, .reset);
	DFlipFlop dff2 (.d(out[9]), .q(out[8]), .clk, .reset);
	DFlipFlop dff3 (.d(out[8]), .q(out[7]), .clk, .reset);
	DFlipFlop dff4 (.d(out[7]), .q(out[6]), .clk, .reset);
	DFlipFlop dff5 (.d(out[6]), .q(out[5]), .clk, .reset);
	DFlipFlop dff6 (.d(out[5]), .q(out[4]), .clk, .reset);
	DFlipFlop dff7 (.d(out[4]), .q(out[3]), .clk, .reset);
	DFlipFlop dff8 (.d(out[3]), .q(out[2]), .clk, .reset);
	DFlipFlop dff9 (.d(out[2]), .q(out[1]), .clk, .reset);
	DFlipFlop dff10 (.d(out[1]), .q(out[0]), .clk, .reset);
endmodule 
module generatePattern (clk, reset, enable, out);
	input logic clk, reset, enable; 
	output logic [15:0] out;
	logic [9:0] userIn; 
	LFSR l1 (.clk, .reset, .out(userIn)); 
	integer x, i, count; 
	always_ff @(posedge clk) begin
		if(reset) begin 
			out <= '0;
			count <= 7;
		end
		else if (enable & count == 0) begin
			count <= 7; 
			for (i = 0; i < 16; i++) begin 
				if (i < x | i > (x + 5)) 
					out[i] <= 1'b1; 
				else 
					out[i] <= 1'b0; 
			end 
		end 
		else if(enable & count == 1) begin
			x <= userIn % 9;
			count <= count - 1; 
		end
		else if (enable) begin
			count <= count - 1; 
			out <= '0; 
		end 
	end 
endmodule 
```

## ./run.sh

```bash
#!/bin/bash
# OpenROAD 26Q1-2900-gdf79404cd8, Yosys 0.63+post, stock flow scripts
make -C /OpenROAD-flow-scripts/flow DESIGN_CONFIG=/design/flow/config.mk WORK_HOME=/design/flow/orfs finish
```

==> out/results.ini <==
[synthesis]
adder_share=0.02464
ys_seq_frac=0.3265
muxShareOfSynthArea=0.01290
async_reset_ff_frac=0
synthTopLogicFamily=simple AND/OR/NAND/NOR gates
ys_sh_aoi=0.2493
synth-xor-area-share=0.06604
ys_ff=90
ys_warn_count=2
ys_cells=807
synth_cell_types=94
ys_dominant_reg_cell=dfxtp_1
avgSynthCellArea_sq_um=8.053
yosys.area_share.simple=0.2799
syn_inst=807
ys_chip_area_sq_um=6499
syn_area_sq_um=6499
edf_count=32

[worst_setup_path]
cp.required_ns=7.50
end_kind=register
critPathLaunchType=register
crit_end=x[25]
critPathBufInv=3
crit_family=AND-OR/OR-AND gates
worst-path-stages=27
rr_endpoint=x[25]
cp_common_cell=ha_1
critPathKind=register to register
slowest_stage=or4_4
path_max_fanout=12
cp-startpoint=l1.dff2.q
worstRegToRegCells=27
crit_arrival_ns=7.08
reg2reg_from=l1.dff2.q
critPathMaxStageDelay_ns=0.61
reg2reg_setup_slack_ns=0.42

[floorplanning]
rows=46
die_height_um=129.5
die_w_um=129.5
core-area_sq_um=15890
boundaryPins=19
chip_area_sq_um=16760
initial_utilization=0.4091

[final_layout]
final_layout_size_suffix_gt1_frac=0.1133
fill_cells=1514
lay_top_count=nor2_1
layout_top_cells=nor2_1 (106), nand2_1 (83), dfxtp_1 (58)
finalInstanceArea_sq_um=7335
instances_no_fill=1046
areaGrowthSynthToFinish_pct=12.86

[global_routing]
antenna_found_initial=0
grt_max_degree=33
grt_pass1_wl_um=25920
grt-ovfl-total=0
grt_pass1_vias=5298
grt_usage=0.1932

[timing]
finalWorstPathRequiredPeriod_ns=6.984
min_period_over_period=0.9438
hold_viol_final=0
setup_viol=0
tightestPinTransition_ns=0.8875
skew_ns=0.01299
max_freq_ghz=0.1432
maxSlewViolCount=0
slew_headroom=0.4063

[routing]
drt-total-wl_um=15270
vias_per_cell=5.729
post_drt_wl_per_cell_um=14.59
antennaDiodeCount=0
drt-initial-drc-count=385
antenna_left=0
dr_total_vias=5993
drt_pass1_iterations=6
remaining_drc_errors=0

[cts]
cts.clk_slew.worst_paths_ns=0.07
numCtsBuffers=9
cts_tree=done
worstSkewPairLatency_ns=0.34
clockRootBuffer=clkbuf_16
cts.sinks=90
cts_buffer_depth=2
ctsHoldBuffers=0
htreeDepth=3

[run]
drv_cap=0
warnings=32

[placement]
dp.cells=1025
place_congestion=0.8919
numPortBuffers=18
dp_hpwl_um=11190
place_area_sq_um=6920

[worst_hold_path]
hold_depth=2
min_path_type=register to register

[power_and_ir_drop]
power_leakage_nw=2.536
p_total_w=0.001589
vdd_ir_drop_max_uv=128.2
power_density_nw_per_um2=216.7

[status]
outcome=completed

==> registers in the layout, summed over array words and instances, names as in the netlist <==
name	cells
count	32
x	32
out	16
l1.dff1.q	1
l1.dff10.q	1
l1.dff2.q	1
l1.dff3.q	1
l1.dff4.q	1
l1.dff5.q	1
l1.dff6.q	1
l1.dff7.q	1
l1.dff8.q	1
l1.dff9.q	1
==> cells by family (layout without fill, tap and decap cells) <==
kind of cell             count (synthesis)  count (layout)
AND-OR/OR-AND                          227             227
XOR/XNOR                                49              49
adder cells (fa/ha/maj)                 13              13
buffers and inverters                   59              82
flip-flops                              90              90
multiplexers                             8               8
AND/OR/NAND/NOR                        361             361
==> worst min path at each step <==
stage / start / end / slack (ns)
after CTS: out[10] / out[10] / 0.46
after global routing: out[6] / out[6] / 0.48
final: out[10] / out[10] / 0.46
==> per-layer routing <==
metal / up-vias / global-route usage / share of wire
met5: - / 0 / 0
met1: 2774 / 0.3026 / 0.49
li1: 3051 / - / -
met2: 155 / 0.2989 / 0.45
met3: 13 / 0.02691 / 0.039
met4: 0 / 0.02462 / 0.012
==> through the flow <==
| stage | TNS, ns | setup WS [ns] | hold slack, ns | util |
|---|---|---|---|---|
| floorplan | 0 | 0.5883 | 0.4174 | - |
| global placement | 0 | 0.2582 | 0.4431 | 0.4356 |
| detailed placement | 0 | 0.07871 | 0.4499 | 0.4356 |
| CTS | 0 | 0.04493 | 0.4632 | 0.4557 |
| global route | -0.009759 | -0.009759 | 0.4801 | 0.4617 |
| finish | 0 | 0.4159 | 0.4590 | 0.4617 |
==> cell type report <==
type / count / area [sq um] / area share
multi-input cells: 658 / 4174 / 0.5691
flip-flops and latches: 90 / 2122 / 0.2893
repair buffers: 42 / 360.3 / 0.04913
well taps: 216 / 270.3 / 0.03685
clock buffers: 9 / 225.2 / 0.03071
clock inverters: 7 / 92.59 / 0.01262
inverters: 24 / 90.09 / 0.01228
==> cell usage after synthesis (4+ instances only) <==
| library cell | n | area share |
|---|---|---|
| nor2b_1 | 5 | 0.0048 |
| a31oi_1 | 11 | 0.011 |
| ha_1 | 12 | 0.023 |
| nand2b_1 | 14 | 0.013 |
| o22ai_1 | 11 | 0.011 |
| mux2i_1 | 5 | 0.0077 |
| buf_2 | 7 | 0.0054 |
| xor2_1 | 19 | 0.026 |
| edfxtp_1 | 32 | 0.15 |
| nand3_1 | 29 | 0.022 |
| nand3b_1 | 7 | 0.0081 |
| nand2_1 | 83 | 0.048 |
| a211oi_1 | 7 | 0.0081 |
| o2111ai_1 | 4 | 0.0054 |
| and2_1 | 8 | 0.0077 |
| nor2_1 | 107 | 0.062 |
| nor4_1 | 28 | 0.027 |
| o32ai_1 | 5 | 0.0067 |
| a22oi_1 | 14 | 0.016 |
| and3_1 | 5 | 0.0048 |
| or3_1 | 6 | 0.0058 |
| a21o_1 | 4 | 0.0046 |
| xnor2_1 | 30 | 0.040 |
| o21ai_0 | 39 | 0.030 |
| a21oi_1 | 55 | 0.042 |
| nor3_1 | 30 | 0.023 |
| o21ai_1 | 4 | 0.0031 |
| dfxtp_1 | 58 | 0.18 |
| buf_6 | 4 | 0.0069 |
| inv_1 | 22 | 0.013 |
| o31ai_1 | 4 | 0.0046 |
| o21a_1 | 5 | 0.0058 |
| a21oi_2 | 6 | 0.0081 |
| nand4_1 | 11 | 0.011 |
| o211ai_1 | 14 | 0.016 |
| clkbuf_1 | 22 | 0.013 |
==> power breakdown <==
part	switching, W	internal, W	total [W]
registers	0.00000350	0.000543	0.000547
logic	0.000343	0.000221	0.000564
clock network	0.000208	0.000271	0.000479
==> repair_timing <==
| action | 4_1_cts | 5_1_grt |
|---|---|---|
| gates resized | 0 | 14 |
| buffers inserted | 0 | 5 |
| setup endpoints to repair | 0 | 32 |
==> worst reg2reg max path, stage by stage (launching register included) <==
cell and delay, ns:
dfxtp_1 0.43, nor3_4 0.27, inv_2 0.09, ha_1 0.34, nand2b_1 0.24, a2111oi_4 0.37
o32a_2 0.26, a311oi_2 0.15, a311o_2 0.46, o21ai_1 0.18, a21oi_2 0.18, a2111o_1 0.38
a21boi_4 0.22, xnor2_1 0.16, inv_1 0.09, ha_1 0.20, nand2_1 0.07, nor3_1 0.05
a41o_1 0.21, a311o_2 0.45, nor4b_4 0.41, xnor2_1 0.17, ha_1 0.20, inv_1 0.08
o31a_1 0.19, nor4_4 0.06, or4_4 0.61, xor2_1 0.20
Power and IR drop assume default switching activity.
